===== design/flow/design.v =====
module ALU(a,b,alusignals,result,flags );
input [31:0]a,b;
input [4:0]alusignals;
output reg [31:0]result;
output reg [1:0]flags; 
always @(*)
begin
    case(alusignals)
    5'b00000 , 5'b01111,5'b01110: begin flags <= 2'b0; result = a+b; end   
    5'b00001: begin flags <= 2'b0; result = a-b; end  
    5'b00010: begin flags <= 2'b0; result = a * b; end  
    5'b00011: begin flags <= 2'b0; result = a/b; end  
    5'b00100: begin flags <= 2'b0; result = a % b; end  
    5'b00101: begin if(a==b)flags <= 2'b01; else if(a>b) flags <= 2'b10; result = 32'b0; end
    5'b00110 : begin flags <= 2'b0; result = a & b ; end  
    5'b00111 : begin flags <= 2'b0; result =  a| b ; end   
    5'b01000 : begin flags <= 2'b0; result = ~b ; end  
    5'b01001: begin flags <= 2'b0; result = b; end  
    5'b01010: begin flags <= 2'b0; result = a << b; end  
    5'b01011: begin flags <= 2'b0; result = a>> b; end   
    5'b01100: begin flags <= 2'b0; result = a >>> b; end  
    default : begin flags <= 2'b0; result = result; end
    endcase
end
endmodule
module branch_unit(EQ_flag,GT_flag,isBgt,isBeq,isUbranch,isBranchtaken);
input EQ_flag,GT_flag,isBgt,isBeq,isUbranch;
output isBranchtaken;
wire w1,w2;
and a1(w1,EQ_flag,isBeq);
and a2(w2,GT_flag,isBgt);
or o1(isBranchtaken,w1,w2,isUbranch);
endmodule
module execute_cycle(clk,rst,add_stall,memory_data_out,memory_unit_data,data_RW_E,data_M_E,forwardA_E,forwardB_E,forwardA,RS1_E,RS2_E,RD_E,ra_E,pc_E,branch_target_E,b_E,a_E,rd2_E,instruction_E,isRet_E,isSt_E,isWb_E,isImmediate_E,isBeq_E,isBgt_E,isUbranch_E,isLd_E,isCall_E,alusignals_E,isbranchtaken_E,pc_branch_E,pc_M,alu_result_M,rd2_M,instruction_M,isRet_M,isSt_M,isWb_M,isImmediate_M,isBeq_M,isBgt_M,isUbranch_M,isLd_M,isCall_M,alusignals_M,RS1_M,RS2_M,RD_M,ra_M);
input clk,rst;
input [31:0]data_RW_E,data_M_E;
input [1:0]forwardA_E,forwardB_E;
input [1:0]forwardA;
input add_stall;
input [31:0]memory_unit_data,memory_data_out;
input [3:0]RS1_E,RS2_E,RD_E,ra_E;
input  [31:0]pc_E,branch_target_E,b_E,a_E,rd2_E,instruction_E;
input  isRet_E,isSt_E,isWb_E,isImmediate_E,isBeq_E,isBgt_E,isUbranch_E,isLd_E,isCall_E;
input  [4:0]alusignals_E;
output isbranchtaken_E;
output [31:0]pc_branch_E;
output  [31:0]pc_M,alu_result_M,rd2_M,instruction_M;
output  isRet_M,isSt_M,isWb_M,isImmediate_M,isBeq_M,isBgt_M,isUbranch_M,isLd_M,isCall_M;
output  [4:0]alusignals_M;
output [3:0]RS1_M,RS2_M,RD_M,ra_M;
reg  [31:0]pc_e,alu_result_e,rd2_e,instruction_e;
reg  isRet_e,isSt_e,isWb_e,isImmediate_e,isBeq_e,isBgt_e,isUbranch_e,isLd_e,isCall_e;
reg  [4:0]alusignals_e;
reg [3:0]RS1_e,RS2_e,RD_e,ra_e;
wire [31:0]rd2_mux;
wire [31:0]aluresult_top;
wire [1:0]flags_top;
wire GT_flag_top,EQ_flag_top;
wire [31:0]a_alu_top,b_alu_top;
wire [31:0]sel_alu_mem;
assign sel_alu_mem = ((instruction_e[31:27] == 5'b01110) &(((instruction_e[25:22] == instruction_E[21:18]) | (instruction_e[25:22] == instruction_E[17:14])) & (isWb_E))) ? memory_data_out : data_M_E; 
mux2x1 m7(.x(branch_target_E),.z(a_E),.sel(isRet_E),.rst(rst),.y(pc_branch_E));
mux3x1_2sel m22(.x(a_E),.y(data_RW_E),.z(data_M_E),.sel(forwardA_E),.out(a_alu_top));  
mux3x1_2sel m23(.x(b_E),.y(data_RW_E),.z(data_M_E),.sel(forwardB_E),.out(b_alu_top));   
mux3x1_2sel m57(.x(rd2_E),.y(memory_unit_data),.z(data_M_E),.sel(forwardA),.out(rd2_mux));   
ALU alu(.a(a_alu_top),.b(b_alu_top),.alusignals(alusignals_E),.result(aluresult_top),.flags(flags_top));
flag f(.isCMP(alusignals_E),.flags_in(flags_top),.GT_flag(GT_flag_top),.EQ_flag(EQ_flag_top));
branch_unit bu(.EQ_flag(EQ_flag_top),.GT_flag(GT_flag_top),.isBgt(isBgt_E),.isBeq(isBeq_E),.isUbranch(isUbranch_E),.isBranchtaken(isbranchtaken_E));
always @(posedge clk)
begin
    if(rst)
    begin
    pc_e <=32'b0;
    alu_result_e <= 32'b0;
    rd2_e <= 32'b0; 
    instruction_e <= 32'b01101000000000000000000000000000;
    isRet_e <= 1'b0;
    isSt_e <= 1'b0;
    isWb_e <= 1'b0;
    isImmediate_e <= 1'b0;
    isBeq_e <= 1'b0;
    isBgt_e <= 1'b0;
    isUbranch_e <=1'b0;
    isLd_e <= 1'b0;
    isCall_e <= 1'b0;
    alusignals_e <=5'b0;
    RS1_e <= 4'bx;
    RS2_e <= 4'bx;
    RD_e <= 4'bx;
    ra_e <= 4'bx;
    end
    else
    begin
    pc_e <=pc_E;
    alu_result_e <= aluresult_top ;
    rd2_e <= rd2_mux; 
    instruction_e <= instruction_E;
    isRet_e <= isRet_E;
    isSt_e <= isSt_E;
    isWb_e <= isWb_E;
    isImmediate_e <= isImmediate_E;
    isBeq_e <= isBeq_E;
    isBgt_e <=isBgt_E;
    isUbranch_e <= isUbranch_E;
    isLd_e <= isLd_E;
    isCall_e <= isCall_E;
    alusignals_e <= alusignals_E;
    RS1_e <= RS1_E ;
    RS2_e <= RS2_E;
    RD_e <= RD_E;
    ra_e <= ra_E;
    end
end
assign   pc_M = pc_e;
assign   alu_result_M = alu_result_e;
assign    rd2_M = rd2_e;
assign    instruction_M = instruction_e;
assign    isRet_M = isRet_e;
assign    isSt_M=isSt_e;
assign    isWb_M = isWb_e;
assign    isImmediate_M = isImmediate_e;
assign    isBeq_M = isBeq_e;
assign   isBgt_M = isBgt_e;
assign    isUbranch_M =isUbranch_e;
assign   isLd_M = isLd_e;
assign    isCall_M = isCall_e;
assign   alusignals_M =alusignals_e;
assign  RS1_M = RS1_e;
assign  RS2_M = RS2_e;
assign  RD_M = RD_e;
assign  ra_M = ra_e;
endmodule
module flag(isCMP,flags_in,GT_flag,EQ_flag);
input [1:0]flags_in;
input [4:0]isCMP;
output reg GT_flag;
output reg EQ_flag;
always @(*)
begin
    if(isCMP == 5'b00101)
    begin
         GT_flag <= flags_in[1] ;
         EQ_flag <= flags_in[0];
    end
    else
    begin
        GT_flag <= GT_flag ;  
        EQ_flag <= EQ_flag;   
    end
end
 endmodule 
module mux2x1(x,z,sel,rst,y );
input [31:0]x,z;
input sel,rst;
output [31:0]y;
assign y = ( rst )? 0 : 
            (sel == 0)? x : z;  
endmodule
module mux3x1_2sel(x,y,z,sel,out);
input [31:0]x,y,z;
input [1:0]sel;
output [31:0]out;
assign out = (sel == 2'b00) ? x : (sel == 2'b01) ? y : (sel == 2'b10) ? z : 32'b0 ; 
endmodule

===== design/flow/run.sh =====
#!/bin/bash
# OpenROAD 26Q1-2900-gdf79404cd8, Yosys 0.63+post, stock flow scripts
make -C /OpenROAD-flow-scripts/flow DESIGN_CONFIG=/design/flow/config.mk WORK_HOME=/design/flow/orfs finish

===== design/flow/config.mk =====
export PLATFORM = sky130hd
export DESIGN_NAME = execute_cycle
export DESIGN_NICKNAME = execute_cycle
export VERILOG_FILES = /design/flow/design.v
export SDC_FILE = /design/flow/constraint.sdc
export NUM_CORES = 4
export LEC_CHECK = 1
export CORE_UTILIZATION = 50

===== design/flow/constraint.sdc =====
current_design execute_cycle

set clk_period 2.4
set clk_io_pct 0.2

create_clock -name clk0 -period $clk_period [get_ports {clk}]

set non_clock_inputs [all_inputs -no_clocks]
set_input_delay [expr $clk_period * $clk_io_pct] -clock clk0 $non_clock_inputs
set_output_delay [expr $clk_period * $clk_io_pct] -clock clk0 [all_outputs]

==> out/results.tsv <==
metric	value	unit
CTS tree	done	
number of enable flip-flop cells	0	
flops & latches, synth	194	
# setup viols final	2	
DIE WIDTH	350	microns
IO Count	550	
Area Overhead vs Synth	14.1	%
slew margin rel.	-0.0858	
Comb power frac	0.920	
core footprint	120000	sq um
most instantiated logic cells after routing	960 x nor2_1, 922 x nand2_1, 750 x ha_1	
Total GRT Usage	0.526	
full die area	123000	sq um
critical path arrival	1970	ps
share of power burned in the clock network	0.038	
Synth Warn #	3	
Dominant flop cell	dfxtp_1	
measured slew at the worst slew-check pin	1630	ps
Post-CTS Setup Inserts	0	
Hold Path Class	input port to register	
Final GP Congestion	1.12	
syn avg cell area	7.26	sq um
P per Cell Area	1120	nW/um^2
Net Switching	44900	uW
Hold Vio Cnt, Final	0	
LEAKAGE	0.0320	uW
clk root buf	clkbuf_16	
Worst setup SP type	input port	
Via Count	67700	
residual DRC count	0	
post-synthesis cell count	8345	
WL final	315	mm
Buffers on Ports	516	
register pins left without a clock	36	
final cell count without fillers	10400	
Worst-path clk slew	90	ps
CP Max Fanout	2	
Final WS setup	-45.7	ps
Avg Vias per Cell	6.52	
YS chip area	60600	sq um
run status	finished with violations	
Design Power	77300	uW
proportion of layout cells with a drive suffix above 1	0.0654	
Detailed Place HPWL	242	mm
Final period util	1.02	
synth unique cells	116	
Met2 Wirelength	123	mm
ys async rst share	0	
WP data required	1920	ps
Sequential Power Share	0.042	
grt total ovfl	0	
initial antenna violation count	56	
wl on met1	115	mm
Num CTS Buffers	17	
number of unconstrained endpoints	36	
Fill cells	11100	
Top Layer Used	met5	
post-route ant nets	0	
CP Capture Type	output pin	
Internal	32300	uW
Post-CTS Hold Buffers	0	
Die Ht	350	microns
routed wl met3	50.6	mm
vias in the first global route	62900	
initial drt markers	7224	
Place WS	-586	ps
first-pass GRT wire length	446	mm
placed insts	10300	
max frequency	409	MHz
CP Class	input port to output pin	
wire per inst	30.4	microns
row count	127	
failing checks	capacitance limit, slew limit, setup timing	
DR pass1 iterations	9	
minimum clock period	2450	ps
Net Sw Frac	0.582	
fp util	0.504	
max cap viols	1	
pin count of the biggest net entering global routing	67	
yosys cell count	8345	
most used logic cell in the final layout	nor2_1	
Worst VDD drop	1.58	mV
H-tree depth	4	
count of tool warnings	129	
Pins Over Slew Limit	4	
Max Root-Sink Buffers	2	
Mapped Area	60600	sq um
power by group through the flow:
stage     combinational [uW]  clock (uW)  sequential, uW
6_report               71100        2970            3220
5_1_grt                77300        3060            3230
4_1_cts                69500        3010            3170
final timing paths:
check                 startpoint                 to  slack [ps]  depth (start not counted)
worst max-delay path      a_E[0]     pc_branch_E[0]         -50                          5
worst min-delay path         rst  instruction_e[10]         230                          2
synthesized netlist by cell type, drive strengths merged (116+ instances only):
cell | count | share of area
nand3 | 162 | 0.014
inv | 687 | 0.043
clkbuf | 267 | 0.017
o21a | 139 | 0.017
dfxtp | 158 | 0.052
nor2b | 179 | 0.018
o21ai | 438 | 0.036
fa | 411 | 0.14
a21o | 233 | 0.029
xor2 | 174 | 0.025
ha | 750 | 0.15
mux2i | 168 | 0.028
buf | 116 | 0.0087
xnor2 | 333 | 0.048
nand2 | 926 | 0.058
nor3 | 178 | 0.015
a21oi | 658 | 0.056
nor2 | 976 | 0.061
cell families (layout without fill, tap and decap cells):
group,count (synthesis),in the layout,synth area share
latches,36,36,0.00892
muxes,240,240,0.0412
xor gates and xnor gates,507,507,0.0733
and+or+nand+nor,2845,2845,0.212
buffers and inverters,1082,1477,0.0685
other,0,24,0
AOI/OAI and AO/OA,2316,2316,0.253
adders and majority gates,1161,1161,0.291
DFF,158,158,0.0522
flip-flops by register name, summed over array words and instances (netlist names), 5 cells and up:
register	flops
alu.result	32
alu_result_e	32
pc_e	32
rd2_e	32
alusignals_e	5
instruction_e	32
worst max-delay path: stages:
cell and delay [ps]:
clkdlybuf4s50_1 490, mux2i_1 140, buf_4 170, nor2_1 250, dlygate4sd2_1 440
stage by stage:
step                      hold WS (ps)  utilization  instance area, sq um  setup TNS [ps]
final                              231        0.576                 69100           -86.0
after global routing               238        0.575                 69100           -7.89
after CTS                          187        0.575                 69000            -246
after detailed placement           774        0.569                 68400           -1780
after global placement             774        0.569                 68400           -1860
after floorplan                    508            -                 60600               0
metal layers:
layer,track usage,up-vias
met4,0.353,68
li1,-,30100
met3,0.298,1142
met2,0.696,4387
met1,0.645,32000
met5,0.0361,-
area by class of cell:
type | instances | area, sq um | area share
clock buffer | 17 | 425 | 0.00615
antenna | 24 | 60.1 | 0.000869
multi-input combinational | 7069 | 53200 | 0.769
clock inverter | 15 | 171 | 0.00248
timing repair buffer | 746 | 6930 | 0.100
tap | 1612 | 2020 | 0.0292
sequential | 194 | 3710 | 0.0536
inverter | 699 | 2630 | 0.0381
timing repair:
action                     in CTS  in global routing
setup endpoints to repair      10                 15
resized                        18                 18
pin swaps                       2                  2
Power figures rest on the tool's default switching activity, not on a simulated workload.
