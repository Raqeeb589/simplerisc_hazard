===== run.sh =====
#!/bin/bash
# OpenROAD 26Q1-2900-gdf79404cd8, Yosys 0.63+post, stock flow scripts
make -C /OpenROAD-flow-scripts/flow DESIGN_CONFIG=/design/flow/config.mk WORK_HOME=/design/flow/orfs finish

===== config.mk =====
export PLATFORM = sky130hd
export DESIGN_NAME = memory_cycle
export DESIGN_NICKNAME = memory_cycle
export VERILOG_FILES = /design/flow/design.v
export SDC_FILE = /design/flow/constraint.sdc
export NUM_CORES = 4
export LEC_CHECK = 1
export CORE_UTILIZATION = 40

===== constraint.sdc =====
current_design memory_cycle

set clk_period 7.6
set clk_io_pct 0.2

create_clock -name clk0 -period $clk_period [get_ports {clk}]

set non_clock_inputs [all_inputs -no_clocks]
set_input_delay [expr $clk_period * $clk_io_pct] -clock clk0 $non_clock_inputs
set_output_delay [expr $clk_period * $clk_io_pct] -clock clk0 [all_outputs]

===== design.v =====
module memory_cycle(clk,rst,forward_RW_M,RS1_M,RS2_M,RD_M,ra_M,pc_M,alu_result_M,rd2_M,instruction_M,isRet_M,isSt_M,isWb_M,isImmediate_M,isBeq_M,isBgt_M,isUbranch_M,isLd_M,isCall_M,alusignals_M,pc_RW,alu_result_RW,instruction_RW,ldresult_RW,isRet_RW,isSt_RW,isWb_RW,isImmediate_RW,isBeq_RW,isBgt_RW,isUbranch_RW,isLd_RW,isCall_RW,alusignals_RW,RS1_RW,RS2_RW,RD_RW,ra_RW,memory_data_out);
input clk,rst;
input forward_RW_M;
input [31:0]pc_M,alu_result_M,rd2_M,instruction_M;
input  isRet_M,isSt_M,isWb_M,isImmediate_M,isBeq_M,isBgt_M,isUbranch_M,isLd_M,isCall_M;
input  [4:0]alusignals_M;
input [3:0]RS1_M,RS2_M,RD_M,ra_M;
output  [31:0]pc_RW,alu_result_RW,instruction_RW,ldresult_RW;
output  isRet_RW,isSt_RW,isWb_RW,isImmediate_RW,isBeq_RW,isBgt_RW,isUbranch_RW,isLd_RW,isCall_RW;
output  [4:0]alusignals_RW;
output [3:0]RS1_RW,RS2_RW,RD_RW,ra_RW;
output [31:0]memory_data_out;
wire [31:0]data_out_top;
wire [31:0]data_in_top;
reg  [31:0]pc_m,alu_result_m,instruction_m,ldresult_m;
reg  isRet_m,isSt_m,isWb_m,isImmediate_m,isBeq_m,isBgt_m,isUbranch_m,isLd_m,isCall_m;
reg  [4:0]alusignals_m;
reg  [3:0]RS1_m,RS2_m,RD_m,ra_m;
mux2x1 m60(.x(rd2_M),.z(ldresult_RW),.sel(forward_RW_M),.rst(rst),.y(data_in_top));
memory_unit mu(.clk(clk),.isLd(isLd_M),.isSt(isSt_M),.address(alu_result_M),.data_in(data_in_top),.data_out(data_out_top));
assign memory_data_out = data_out_top; 
always @(posedge clk or posedge rst)
begin
    if(rst)
    begin
    pc_m <=32'b0;
    alu_result_m <= 32'b0;
    ldresult_m <= 32'b0; 
    instruction_m <= 32'b0;
    isRet_m <= 1'b0;
    isSt_m <= 1'b0;
    isWb_m <= 1'b0;
    isImmediate_m <= 1'b0;
    isBeq_m <= 1'b0;
    isBgt_m <= 1'b0;
    isUbranch_m <=1'b0;
    isLd_m <= 1'b0;
    isCall_m <= 1'b0;
    alusignals_m <=5'b0;
    RS1_m <= 4'bx;
    RS2_m <= 4'bx;
    RD_m <= 4'bx;
    ra_m <= 4'bx;
    end
    else
    begin
    pc_m <=pc_M;
    alu_result_m <= alu_result_M ;
    ldresult_m <= data_out_top;
    instruction_m <= instruction_M;
    isRet_m <= isRet_M;
    isSt_m <= isSt_M;
    isWb_m <= isWb_M;
    isImmediate_m <= isImmediate_M;
    isBeq_m <= isBeq_M;
    isBgt_m <=isBgt_M;
    isUbranch_m <= isUbranch_M;
    isLd_m <= isLd_M;
    isCall_m <= isCall_M;
    alusignals_m <= alusignals_M;
    RS1_m <= RS1_M ;
    RS2_m <= RS2_M;
    RD_m <= RD_M;
    ra_m <= ra_M;
    end
end
assign   pc_RW = pc_m;
assign   alu_result_RW = alu_result_m;
assign    ldresult_RW = ldresult_m;
assign    instruction_RW = instruction_m;
assign    isRet_RW = isRet_m;
assign    isSt_RW=isSt_m;
assign    isWb_RW = isWb_m;
assign    isImmediate_RW = isImmediate_m;
assign    isBeq_RW = isBeq_m;
assign   isBgt_RW = isBgt_m;
assign    isUbranch_RW =isUbranch_m;
assign   isLd_RW = isLd_m;
assign    isCall_RW = isCall_m;
assign   alusignals_RW =alusignals_m;
assign RS1_RW = RS1_m;
assign RS2_RW = RS2_m;
assign RD_RW = RD_m;
assign ra_RW = ra_m;
endmodule
module memory_unit(clk,isLd,isSt,address,data_in,data_out);
input clk,isLd,isSt;
input [31:0]address,data_in;
output [31:0]data_out;
reg [31:0] data_registers[25:0];
always @(*)
begin
    if(isSt)
    begin
        data_registers[address] <= data_in;  
    end
end
assign data_out = (isLd)? data_registers[address] : 32'h00000000;   
endmodule
module mux2x1(x,z,sel,rst,y );
input [31:0]x,z;
input sel,rst;
output [31:0]y;
assign y = ( rst )? 0 : 
            (sel == 0)? x : z;  
endmodule

==> summary.txt <==
Status of the implementation.

- The run finished with clean final reports.
- The count of endpoints failing setup in the final report is 0, for reference.
- In the synthesized netlist, the number of instances is 2043.
- The first-pass GRT wire length is 135 mm, for reference.
- The synthesized netlist was found by Yosys to have 2043 cells.
- Entering global routing, the biggest net connects 59 pins.
- The cts-stage hold buffer count is 0, for reference.
- Per STA, the worst path is made up of buf_2 -> buf_4 -> or3b_1 -> nor2_8 -> a22o_1 -> a2111oi_0 -> a31oi_1 -> clkdlybuf4s50_1.
- The die is 248 µm tall.
- STA classifies the critical path endpoint as an output pin.
- The number of fillers in the final layout is 5105, for reference.
- The number of rows in the core area is 89, for reference.
- The die covers 0.0613 mm².
- Once synthesis finished, the tally of register bits stood at 990.
- The critical path is of the in2out type.
- The synthesis report gives the async set-or-reset register share as 0.160.
- According to the Yosys statistics, the synthesized design has a chip area of 0.0241 mm².
- The share of the core area taken by cells at floorplan is 0.407.
- The routed design shows a wire length per standard cell of 30.4 µm.
- The timer found 832 register pins that no clock reaches; their paths are not timed.
- The top achievable clock speed is 152 MHz, for reference.
- The post-route minimum period is 6590 ps, for reference.
- For reference, the post-synthesis area per instance comes to 11.8 µm².
- For this run, the leading register cell type out of synthesis is sky130_fd_sc_hd__dlxtn_1.
- The area of all sequential standard cells is 0.0164 mm², for reference.
- The via count is 18600, for reference.
- Along the worst path, the maximum fanout reaches 22.
- The final worst-path cycle share is 0.867, for reference.
- For this run, design rule violations remaining after detail routing come to 0.
- Per the hold report, the tightest min-delay path originates at alu_result_M[2].
- The count of endpoints without a timing constraint is 832, for reference.
- The switching power as a share of total power is 0.317, for reference.
- The share of total power dissipated in sequential elements is 0.452.
- The critical path data required time is 6080 ps, for reference.
- The root buffer cell chosen for the clock tree is sky130_fd_sc_hd__clkbuf_16.
- In the post-synthesis netlist, the biggest area contributors are sky130_fd_sc_hd__dlxtn_1, sky130_fd_sc_hd__dfrtp_1, sky130_fd_sc_hd__a22oi_1.
- Setup repair after global routing left no endpoint under its margin.
- The total overflow reported by the global router is 0, for reference.
- Of the post-synthesis cell area, the dominant cell type holds 0.518.
- The internal power of the cells is 2.00 mW, for reference.
- After detailed routing, the number of vias per cell comes to 5.84.
- The port buffer count is 350, for reference.
- The endpoint arrival time on the critical path is 5070 ps, for reference.
- Compared with the post-synthesis result, the final layout area differs by 21.5%.
- The clock-pin slew on the worst setup and hold paths is 70 ps, for reference.
- The post-CTS repair timing setup buffer count is 0, for reference.
- For this run, the detailed router's first-pass iteration total came to 27.
- The number of different library cells used by synthesis comes to 92.
- The estimated wirelength of the detail-placed design is 64.0 mm, for reference.
- CTS reports a maximum clock tree buffer depth of 2.
- The analysis reports a worst IR drop on VDD of 0.162 mV.
- The clock tree from TritonCTS is yes, for reference.
- The slowest stage of the critical path belongs to the cell sky130_fd_sc_hd__a2111oi_0.
- Looking at the hold checks, the worst path lands on alu_result_m[2].
- In this run, synthesis inferred 0 flip-flops with an integrated enable.
- The power per cell area is 99.9 mW/mm², for reference.
- The combined area of all synthesized cells is 0.0241 mm², for reference.
- The clock buffer count from CTS is 17, for reference.
- The horizontal die dimension is 248 µm, for reference.
- The hold violation count in the final report is 0, for reference.
- The number of levels in the clock H-tree is 4, for reference.
- The library cell used most frequently in the layout, excluding fill and tap cells, is sky130_fd_sc_hd__dlxtn_1.
- According to the hold report, the worst path is of the in2reg type.
- The kind of start point of the critical path is a primary input, for reference.
- Along the worst hold path, the cell count comes to 1.
- After floorplanning, the core was sized to cover 0.0592 mm².
- The pin closest to its max-slew limit shows a slew of 1140 ps.
- The combinational share of power is 0.229, for reference.
- The congestion estimate from routability-driven global placement came to 0.995.
- In this run, post-CTS repair resized a total of 0 instances.
- The OpenROAD warning count is 25, for reference.
- Looking at area per cell type in the netlist, the leader is sky130_fd_sc_hd__dlxtn_1.
- The number of warnings printed during yosys synthesis is 3, for reference.
- The first-iteration detailed-routing DRC count is 1618, for reference.
- The final worst hold slack is 1420 ps, for reference.
- The final layout contains routed wiring with a total length of 96.9 mm.
- The peak per-stage delay on the critical path is 830 ps, for reference.
- The headroom to the max-slew limit is 0.237, for reference.
- In this run the static leakage power is 12.7 nW.
- The count of nets left with antenna violations after detail routing is 0, for reference.
- Leaving out fill and tap cells, the most frequent cells in the layout are sky130_fd_sc_hd__dlxtn_1, sky130_fd_sc_hd__clkdlybuf4s50_1, sky130_fd_sc_hd__a22oi_1.
- Summed over all routing layers, the global router reports a total usage of 0.330.
- The number of global-route vias before repair was 17600.
- The number of max-cap violations is 0, for reference.
- The initial antenna violation count is 4, for reference.
- Pin placement for this block handled 351 I/O pins.
- Per the OpenROAD power report, switching power amounts to 0.928 mW.
- The sum of negative setup slack is 0 ps, for reference.
- The number of pins with negative max-slew slack in the final report is 0, for reference.
- The multi-input combinational cells in the finished layout cover a total of 0.00693 mm².
- Of the total power, the clock network draws 0.319.
- The post-route utilization of the core is recorded as 0.495.
- The layout cell share with drive strength beyond 1 is 0.102, for reference.
power groups by stage:
stage	combinational [mW]	sequential [mW]	clock [mW]
after CTS	0.666	1.32	0.962
after global routing	0.710	1.35	0.994
final	0.670	1.32	0.935
critical path: cells and delay by family:
family          cells  cell delay (ps)
simple gates        2              930
buf+inv             3             1240
compound gates      3             1360
state kept, by name (all words and copies together) (netlist names), 4 cells and up:
register and count:
pc_m 32, alusignals_m 5, ra_m 4, instruction_m 32
ldresult_m 32, RD_m 4, RS2_m 4, RS1_m 4
alu_result_m 32, mu.data_registers 832
how the worst max path moves through the flow:
stage                from                   to  slack, ps  cells past startpoint
4_1_cts   alu_result_M[2]  memory_data_out[30]       1150                      8
5_1_grt   alu_result_M[2]  memory_data_out[30]        970                      8
6_report  alu_result_M[2]  memory_data_out[30]       1010                      8
cells in the mapped netlist, types with 14 or more instances:
library cell	number
sky130_fd_sc_hd__a2111oi_0	16
sky130_fd_sc_hd__a21oi_1	37
sky130_fd_sc_hd__a22o_1	55
sky130_fd_sc_hd__a22oi_1	166
sky130_fd_sc_hd__a31oi_1	34
sky130_fd_sc_hd__and3_1	46
sky130_fd_sc_hd__and4_1	18
sky130_fd_sc_hd__buf_2	56
sky130_fd_sc_hd__buf_4	22
sky130_fd_sc_hd__buf_6	16
sky130_fd_sc_hd__clkbuf_1	23
sky130_fd_sc_hd__dfrtp_1	158
sky130_fd_sc_hd__dlxtn_1	832
sky130_fd_sc_hd__mux2_2	30
sky130_fd_sc_hd__mux2i_1	92
sky130_fd_sc_hd__nand2_1	52
sky130_fd_sc_hd__nand3_1	29
sky130_fd_sc_hd__nand4_1	15
sky130_fd_sc_hd__nor2_1	67
sky130_fd_sc_hd__nor4_1	14
sky130_fd_sc_hd__o21ai_0	43
through the flow:
step                power (mW)  setup WS, ps  cell area [µm²]  std cells
floorplan                 1.59          1470            24100       2043
global route              3.05           970            29300       3188
detailed placement        2.00          1160            28700       3154
CTS                       2.95          1150            29300       3186
finish                    2.93          1010            29300       3189
global placement          1.99          1060            28700       3154
per-layer routing:
metal | wire length (µm) | up-vias | GRT usage
met5 | 0 | - | 0
met4 | 4930 | 0 | 0.134
met3 | 10500 | 220 | 0.108
met2 | 43400 | 1070 | 0.495
met1 | 38000 | 9281 | 0.454
li1 | - | 8068 | -
kinds of logic (layout without fill, tap and decap cells):
logic type | Yosys count | after routing | share of synthesized area
mux | 123 | 123 | 0.0527
other cells | 0 | 3 | 0
compound gates | 476 | 476 | 0.151
simple gates | 327 | 327 | 0.0830
latches | 832 | 832 | 0.518
flops | 158 | 158 | 0.164
buf+inv | 127 | 497 | 0.0315
final cells by class:
class	count	area share
antenna	3	0.000256
clock buffer	17	0.0145
clock inverter	15	0.00594
inverter	4	0.000683
multi-input combinational	926	0.237
sequential	990	0.561
tap	773	0.0330
timing repair buffer	461	0.148
Power and IR drop assume default switching activity.
