<file path="flow/config.mk">
export PLATFORM = sky130hd
export DESIGN_NAME = decode_cycle
export DESIGN_NICKNAME = decode_cycle
export VERILOG_FILES = /design/flow/design.v
export SDC_FILE = /design/flow/constraint.sdc
export NUM_CORES = 4
export LEC_CHECK = 1
export CORE_UTILIZATION = 50
</file>
<file path="flow/constraint.sdc">
current_design decode_cycle

set clk_period 6.9
set clk_io_pct 0.2

create_clock -name clk0 -period $clk_period [get_ports {clk}]

set non_clock_inputs [all_inputs -no_clocks]
set_input_delay [expr $clk_period * $clk_io_pct] -clock clk0 $non_clock_inputs
set_output_delay [expr $clk_period * $clk_io_pct] -clock clk0 [all_outputs]
</file>
<file path="flow/design.v">
module control_unit(instruction ,isRet,isSt,isWb,isImmediate,alusignals,isBeq,isBgt,isUbranch,isLd,isCall);
input [31:0]instruction;
output reg isRet,isSt,isWb,isImmediate,isBeq,isBgt,isUbranch,isLd,isCall;
output [4:0]alusignals;
assign alusignals = instruction[31:27];
always @(*)
begin
    case(instruction[31:27])
    5'b00000,5'b00001,5'b00010,5'b00011,5'b00100,5'b00110,5'b00111,5'b01000,5'b01010,5'b01011,5'b01100,5'b01001:{isRet,isSt,isWb,isBeq,isBgt,isUbranch,isLd,isCall}=8'b00100000;
    5'b01110 : {isRet,isSt,isWb,isBeq,isBgt,isUbranch,isLd,isCall}=8'b00100010;
    5'b01111 : {isRet,isSt,isWb,isBeq,isBgt,isUbranch,isLd,isCall}=8'b01000000;
    5'b10000 : {isRet,isSt,isWb,isBeq,isBgt,isUbranch,isLd,isCall}=8'b00010000;
    5'b10001 : {isRet,isSt,isWb,isBeq,isBgt,isUbranch,isLd,isCall}=8'b00001000;
    5'b10010 : {isRet,isSt,isWb,isBeq,isBgt,isUbranch,isLd,isCall}=8'b00000100;
    5'b10011 : {isRet,isSt,isWb,isBeq,isBgt,isUbranch,isLd,isCall}=8'b00100001;
    5'b10100 : {isRet,isSt,isWb,isBeq,isBgt,isUbranch,isLd,isCall}=8'b10000000;
    5'b00101 : {isRet,isSt,isWb,isBeq,isBgt,isUbranch,isLd,isCall}=8'b00000000;
    default  : {isRet,isSt,isWb,isBeq,isBgt,isUbranch,isLd,isCall}=8'b00000000;
    endcase
    if(instruction[26]==1)
        isImmediate = 1'b1;
    else
        isImmediate = 1'b0;
end    
endmodule
module decode_cycle(clk,rst,iswb_D_hazard,add_stall,isbranch_taken_E,pc_D,instruction_D,reg_RW,data_RW,iswb_RW,pc_E,
branch_target_E,b_E,a_E,rd2_E,instruction_E,isRet_E,isSt_E,isWb_E,isImmediate_E,isBeq_E,isBgt_E,isUbranch_E,isLd_E,isCall_E,alusignals_E,RS1_E,RS2_E,RD_E,ra_E);
input clk,rst;
input add_stall;
input isbranch_taken_E;
input [31:0]pc_D,instruction_D;
input [3:0]reg_RW;
input [31:0]data_RW;
input iswb_RW;
output  [31:0]pc_E,branch_target_E,b_E,a_E,rd2_E,instruction_E;
output  isRet_E,isSt_E,isWb_E,isImmediate_E,isBeq_E,isBgt_E,isUbranch_E,isLd_E,isCall_E;
output  [4:0]alusignals_E;
output [3:0]RS1_E,RS2_E,RD_E,ra_E;
output iswb_D_hazard;
wire [3:0]RS1_top,RS2_top,RD_top,ra_top,rd_rs2_top,ra_rs1_top;
wire isbranchtaken_top,isRet_top,isSt_top,isWb_top,isImmediate_top,isBeq_top,isBgt_top,isUbranch_top,isLd_top,isCall_top;
wire [31:0]rd1_top,rd2_top,immx_top,branch_target_top,b_top;
wire [4:0]alusignals_top;
reg [31:0]pc_d,branch_target_d,b_d,a_d,rd2_d,instruction_d;
reg  isRet_d,isSt_d,isWb_d,isImmediate_d,isBeq_d,isBgt_d,isUbranch_d,isLd_d,isCall_d;
reg  [4:0]alusignals_d;
reg [3:0]RS1_d,RS2_d,RD_d,ra_d;
instruction_decode id(.clk(clk),.rst(rst),.instruction(instruction_D),.RS1(RS1_top),.RS2(RS2_top),.RD(RD_top),.ra(ra_top));
mux2x1_4bit m2(.x(RS2_top),.z(RD_top),.sel(isSt_top),.rst(rst),.y(rd_rs2_top));
mux2x1_4bit m3(.x(RS1_top),.z(ra_top),.sel(isRet_top),.rst(rst),.y(ra_rs1_top));
register__file rf(.clk(clk),.rs1(ra_rs1_top),.rs2(rd_rs2_top),.rd_ra(reg_RW),.isWb(iswb_RW),.data(data_RW),.rd1(rd1_top),.rd2(rd2_top));
mux2x1 m4(.x(rd2_top),.z(immx_top),.sel(isImmediate_top),.rst(rst),.y(b_top));
immediate_generator img(.pc(pc_D),.instruction(instruction_D),.immx(immx_top),.branch_target(branch_target_top));
control_unit cu(.instruction(instruction_D),.isRet(isRet_top),.isSt(isSt_top),.isWb(isWb_top),.isImmediate(isImmediate_top),.alusignals(alusignals_top),.isBeq(isBeq_top),.isBgt(isBgt_top),.isUbranch(isUbranch_top),.isLd(isLd_top),.isCall(isCall_top));
assign iswb_D_hazard=isWb_top;
always @(posedge clk )
begin
    if(rst | isbranch_taken_E | add_stall)
    begin
    pc_d <= 32'b0;
    branch_target_d <= 32'b0;
    b_d <= 32'b0;
    a_d <= 32'b0;
    rd2_d <= 32'b0;
    instruction_d <= 32'b01101000000000000000000000000000;
    isRet_d <= 1'b0;
    isSt_d <= 1'b0;
    isWb_d <= 1'b0;
    isImmediate_d <= 1'b0;
    isBeq_d <= 1'b0;
    isBgt_d <= 1'b0;
    isUbranch_d <=1'b0;
    isLd_d <= 1'b0;
    isCall_d <= 1'b0;
    alusignals_d <=5'b0;
    RS1_d <= 4'bx;
    RS2_d <= 4'bx;
    RD_d  <=4'bx;
    ra_d <=4'bx;
    end
    else
    begin
    pc_d <= pc_D;
    branch_target_d <= branch_target_top ;
    b_d <= b_top;
    a_d <= rd1_top;
    rd2_d <= rd2_top;
    instruction_d <= instruction_D;
    isRet_d <= isRet_top;
    isSt_d <=isSt_top;
    isWb_d <= isWb_top;
    isImmediate_d <= isImmediate_top;
    isBeq_d <= isBeq_top;
    isBgt_d <= isBgt_top;
    isUbranch_d <=isUbranch_top;
    isLd_d <= isLd_top;
    isCall_d <= isCall_top;
    alusignals_d <=alusignals_top;
    RS1_d <= RS1_top;
    RS2_d <= RS2_top;
    RD_d  <=RD_top;
    ra_d <=ra_top;  
    end
end
 assign   pc_E = pc_d;
 assign    branch_target_E = branch_target_d ;
  assign   b_E = b_d;
  assign   a_E = a_d;
 assign    rd2_E = rd2_d;
 assign    instruction_E = instruction_d;
 assign    isRet_E = isRet_d;
 assign    isSt_E =isSt_d;
 assign    isWb_E = isWb_d;
 assign    isImmediate_E = isImmediate_d;
 assign    isBeq_E = isBeq_d;
  assign   isBgt_E = isBgt_d;
 assign    isUbranch_E =isUbranch_d;
  assign   isLd_E = isLd_d;
 assign    isCall_E = isCall_d;
  assign   alusignals_E =alusignals_d;
  assign    RS1_E = RS1_d;
  assign RS2_E = RS2_d;
  assign RD_E = RD_d;
  assign ra_E = ra_d;
endmodule
module immediate_generator(pc,instruction,immx,branch_target);
input [31:0]pc,instruction;
output reg [31:0]immx,branch_target;
always @(*)
begin
    immx <= {{14{instruction[17]}},instruction[17:0]};
    branch_target <= pc + ({{5{instruction[26]}}, instruction[26:0]} << 2);
end
endmodule
module instruction_decode(clk,rst,instruction,RS1,RS2,RD,ra);
input [31:0]instruction;
input clk,rst;
output reg [3:0]RS1,RS2,RD,ra;
always @(*)
begin
        case(instruction[31:27])
        5'b00000,5'b00001,5'b00010,5'b00011,5'b00100,5'b01010,5'b00110,5'b00111,5'b01011,5'b01100,5'b01110,5'b01111 : begin
                                                RS1 <=instruction[21:18];
                                                                                                   RS2 <=instruction[17:14];
                                                                                                   RD  <=instruction[25:22];
                                                                                                   ra  <=4'd15;
                                                                                                   end
        5'b01101,5'b10100 :begin   RS1 <=4'bx;
                     RS2 <=4'bx;
                                   RD  <=4'bx;
                                   ra  <=4'd15;
                                   end
       5'b10000,5'b10001,5'b10010,5'b10011 : begin   RS1 <=4'bx;
                              RS2 <=4'bx;
                                                     RD  <=4'bx;
                                                     ra  <=4'd15;
                                                    end
       5'b01000,5'b01001 : begin   RS1 <=4'bx;
                         RS2 <=instruction[17:14];
                                   RD  <=instruction[25:22];
                                   ra  <=4'd15;
                                     end
       5'b00101 : begin   RS1 <=instruction[21:18];
                    RS2 <=instruction[17:14];
                          RD  <=4'bx;
                          ra  <=4'd15;
                                     end
        endcase
end
endmodule
module mux2x1(x,z,sel,rst,y );
input [31:0]x,z;
input sel,rst;
output [31:0]y;
assign y = ( rst )? 0 : 
            (sel == 0)? x : z;  
endmodule
module mux2x1_4bit(x,z,sel,rst,y );
input [3:0]x,z;
input sel,rst;
output [3:0]y;
assign y = ( rst )? 0 : 
            (sel == 0)? x : z;  
endmodule
module register__file(clk,rs1,rs2,rd_ra,isWb,data,rd1,rd2);
input clk,isWb;
input [3:0]rs1,rs2,rd_ra;
input [31:0]data;
output  [31:0]rd1,rd2;
reg [31:0]register[15:0];  
initial
begin
    register[0]=3;
    register[1]=2;
    register[2]=5;
    register[3]=7;
    register[4]=3;
    register[5]=4;
    register[6]=8;
    register[7]=10;
    register[8]=10;
    register[9]=3;
    register[10]=1;
    register[11]=1;
    register[12]=35;
    register[13]=42;
    register[14]=11;
    register[15]=12;
end
assign rd1 = register[rs1];
assign rd2 = register[rs2];
always @(*)
begin
     if(isWb )
        begin
            register[rd_ra] <= data;  
        end
end
endmodule
</file>
<file path="flow/run.sh">
#!/bin/bash
# OpenROAD 26Q1-2900-gdf79404cd8, Yosys 0.63+post, stock flow scripts
make -C /OpenROAD-flow-scripts/flow DESIGN_CONFIG=/design/flow/config.mk WORK_HOME=/design/flow/orfs finish
</file>
==> Slide: Implementation Results <==
Key Metrics from the Run

Clocking
  • Post-cts sizing count: 0
  • Worst-path clk slew: 0.06 ns
  • CTS Buf Count: 26
  • CTS tree: built
  • Post-CTS setup repair buffer count: 0
  • H-tree Lvls: 1
  • CTS max path bufs: 3
  • CTS root buffer: clkbuf_16
  • Post-CTS Hold Buffers: 0

Critical path
  • CP required: approximately 7.3 ns
  • CP max FO: 25
  • Startpoint Class: primary input
  • Crit Path Category: in2reg
  • Worst EP arrival: 5.10 ns
  • Worst setup EP type: flip-flop

GRT
  • Vias in the first global route: just over 20000
  • Grt ovf: 0
  • Largest net degree at the start of global routing: approximately 55
  • GRT Resource Usage Total: 0.426
  • First-pass GRT wire length: between 100 and 150 mm
  • Antenna violations before repair: 4

Pwr
  • Power Dens Cells: between 100 and 150 nW/µm²
  • Peak VDD IR: roughly 160 µV
  • Leak Pwr: ~11 nW
  • Total power: 3.66 mW

Yosys
  • Post-Syn Area per Cell: about 10 µm²
  • Synth flops: approximately 740
  • Most common cell in the synthesized netlist: dlxtn_1
  • Simple-gate share of the synthesized area: 0.114
  • Yosys aoi share: 0.258
  • Dominant comb cell: AND-OR/OR-AND gates
  • Post-synth mux share: 0.000924
  • Area fraction in xor and xnor cells: 0.00930
  • Mapped Area: roughly 22000 µm²
  • Chip area in the Yosys report: approximately 22000 µm²
  • Top cells by count, synth: 524 x dlxtn_1, 272 x a22oi_1, 213 x dfxtp_1
  • Area leader, netlist: dlxtn_1
  • Post-synth cell types: 92
  • Adder Share, Synth: 0.0177
  • Most common reg cell: dlxtn_1
  • Post-synthesis async set-or-reset flop share: 0
  • EDFF count, synth: 0
  • Cell area leaders: dlxtn_1 36%, dfxtp_1 20%, a22oi_1 9.4%
  • Number of cells in Yosys stat: between 2000 and 2500
  • Yosys Warn Count: 6
  • Area share, top type: 0.363
  • Syn Inst Count: approximately 2100

Route
  • Antenna viol nets, final: 0
  • Routed vias: a little over 20000
  • Routed WL: between 90 and 100 mm
  • DR iter-0 viols: around 2600
  • WL/cell: 30.3 µm
  • Pre-antenna DRT Iters: 9
  • Via density: between 6 and 7
  • DRC errors left: 0

Final timing
  • Slew Limit Fails: 0
  • Actual slew at the worst max-slew pin: approximately 1.2 ns
  • # setup viols final: 0
  • Fin crit share: 0.683
  • Final Critical Period: ~4.7 ns
  • Fmax achieved: ~210 MHz
  • Count of unclocked register or latch pins: around 520
  • Fin Setup TNS: 0 ns
  • RSZ-0062 raised after global routing: false
  • Final hold vios: 0
  • Rel. slew slack: 0.194
  • Worst Slack Setup Final: 2.19 ns
  • Number of unconstrained endpoints: 536

Die
  • Initial core utilization: 0.512
  • Row count: 75
  • Die Height: 210 µm
  • IO Count: ~330
  • Core box area: ~42000 µm²
  • Chip area: about 44000 µm²
  • DIE WIDTH: roughly 210 µm

Placed design
  • Placed insts: 2952
  • Port Buffers: 323
  • HPWL Detailed: ~53 mm
  • GPL Wtd Cong: around 1.0
  • DP Worst Slack: 1.94 ns

Cells and area
  • Finished Core Util: 0.623
  • Logic area: between 8000 and 9000 µm²
  • Reg area: about 12000 µm²
  • Share of post-route cells with drive strength above 1: 0.0793
  • Area Overhead vs Synth: 21.8%
  • Fill cells: 3358
  • Fin cells: around 3000

Min path
  • Min-delay src: pc_D[0]
  • Worst hold path cell count: 2
  • Hold endpoint: pc_d[0]
  • HP Class: in2reg

Job
  • Max_cap viols: 0
  • Tool Warnings: 26

Run status
  • Outcome: complete, no violations
==> critical path, cell delays in order <==
cell	delay [ns]
clkdlybuf4s50_1	0.46
buf_4	0.27
inv_1	0.24
nor2_4	0.48
o311ai_2	0.13
buf_4	0.28
and2_1	0.50
nand2_1	0.18
nand2_1	0.06
o32ai_1	0.97
nor2_1	0.10
==> per-layer routing <==
metal	vias to the layer above	part of all wire	GRT usage
met4	4	0.057	0.199
met3	407	0.16	0.216
met1	9504	0.36	0.558
met5	-	0.00028	0
met2	1768	0.42	0.601
li1	8695	-	-
==> stage by stage <==
| step | instance area, µm² | hold WS (ns) |
|---|---|---|
| 6_report | 26400 | 1.40 |
| 2_1_floorplan | 21700 | 1.46 |
| 4_1_cts | 26400 | 1.38 |
| 3_5_place_dp | 25500 | 1.95 |
| 5_1_grt | 26400 | 1.39 |
| 3_3_place_gp | 25500 | 1.96 |
==> flip-flops by register name (all words and copies together), names as in the netlist, 3 cells and up <==
register and count:
id.RS2 4, rd2_d 32, id.RS1 4, rf.register 512, b_d 32, RS2_d 4
branch_target_d 30, instruction_d 32, alusignals_d 3, pc_d 32, a_d 32, id.RD 4
RS1_d 4, RD_d 4
==> cell type report <==
| cell class | instances | share of cell area |
|---|---|---|
| timing repair buffer | 387 | 0.141 |
| sequential | 737 | 0.460 |
| clock inverter | 12 | 0.00507 |
| multi-input combinational | 1226 | 0.335 |
| inverter | 25 | 0.00356 |
| clock buffer | 35 | 0.0283 |
| tap | 577 | 0.0274 |
| antenna | 1 | 0.0000948 |
==> kinds of logic after synthesis <==
family / Yosys count
flops: 213
xor+xnor: 23
buf+inv: 177
simple gates: 470
compound gates: 697
other cells: 1
latches: 524
mux: 2
fa+ha+maj: 30
==> worst max-delay path by stage <==
stage / startpoint / endpoint / slack, ns / depth (start not counted)
after CTS: instruction_D[28] / b_d[4] / 2.51 / 11
after global routing: instruction_D[28] / rd2_d[4] / 2.14 / 11
final: instruction_D[28] / rd2_d[4] / 2.19 / 11
==> placed cells by master (no fill, tap or decap), types with 6 or more instances in the layout <==
cell and n:
o21ai_0 31, a21oi_1 60, nor2b_1 8, nor2_1 81, a211oi_1 7, a222oi_1 84, a21oi_2 10, clkbuf_16 27
xor2_1 6, buf_4 64, o221a_1 7, clkdlybuf4s50_1 323, nor3_1 14, nand2b_1 11, nor2_2 6, and2_1 78
a221oi_1 44, o221a_2 26, ha_1 29, dfxtp_1 213, inv_1 25, dlxtn_1 524, a22oi_1 272, a21o_1 16
nand3_1 84, a22o_1 20, o32a_1 12, nand2_1 82, or3_1 6, xnor2_1 17, o21a_1 6, and3_1 7
o22ai_1 13, o211ai_1 10, nand4_1 51
==> power breakdown <==
group	internal, mW	total (mW)	switching (mW)
logic	0.270	0.632	0.363
registers	1.49	1.59	0.102
clock network	0.836	1.44	0.600
Power figures rest on the tool's default switching activity, not on a simulated workload.
